[/design/flow/config.mk]
export PLATFORM = sky130hd
export DESIGN_NAME = abp_receiver
export DESIGN_NICKNAME = abp_receiver
export VERILOG_FILES = /design/flow/design.v
export SDC_FILE = /design/flow/constraint.sdc
export NUM_CORES = 4
export LEC_CHECK = 1
export CORE_UTILIZATION = 40
[/design/flow/constraint.sdc]
current_design abp_receiver

set clk_period 3.9
set clk_io_pct 0.2

create_clock -name clk0 -period $clk_period [get_ports {aclk}]

set non_clock_inputs [all_inputs -no_clocks]
set_input_delay [expr $clk_period * $clk_io_pct] -clock clk0 $non_clock_inputs
set_output_delay [expr $clk_period * $clk_io_pct] -clock clk0 [all_outputs]
[/design/flow/design.v]
`timescale 1ns/1ns
`default_nettype none
module abp_packet_rx
#(
    parameter integer DATA_WIDTH = 0,
    parameter integer VALUE_SIZE = 0,
    parameter integer PACKET_SIZE = 0
) (
    input wire         aclk,
    input wire         resetn,
    input  wire                     eth_rx_tvalid,
    input  wire  [DATA_WIDTH-1:0]   eth_rx_tdata,
    input  wire                     eth_rx_tlast,
    output logic                    eth_rx_tready,
    input  wire                       abp_tx_ready,
    output logic                      abp_tx_valid,
    output logic [VALUE_SIZE*8-1:0]   abp_tx_value,
    output logic                      abp_tx_bit,
    output logic        busy,
    output logic        error_early_termination
);
localparam integer CounterWidth = $clog2(PACKET_SIZE);
initial begin
    busy = 1'b0;
end
logic eth_rx_tready_reg = 1'b0, eth_rx_tready_next;
logic abp_tx_valid_reg = 1'b0, abp_tx_valid_next;
logic [VALUE_SIZE*8-1:0] abp_value_reg = {VALUE_SIZE*8{1'b0}}, abp_value_next;
logic [DATA_WIDTH-1:0] abp_bit_reg = {DATA_WIDTH{1'b0}}, abp_bit_next;
logic read_abp_payload_reg = 1'b1, read_abp_payload_next;
logic [CounterWidth-1:0] byte_counter_reg = 1'b0, byte_counter_next;
logic error_early_termination_reg = 1'b0, error_early_termination_next;
assign eth_rx_tready = eth_rx_tready_reg;
assign abp_tx_valid = abp_tx_valid_reg;
assign abp_tx_value = abp_value_reg;
assign abp_tx_bit = abp_bit_reg[0];
assign error_early_termination = error_early_termination_reg;
always_comb begin
    abp_tx_valid_next = abp_tx_valid_reg && !abp_tx_ready;
    eth_rx_tready_next = 1'b1;
    abp_value_next = abp_value_reg;
    abp_bit_next = abp_bit_reg;
    byte_counter_next = {$clog2(PACKET_SIZE){1'b0}};
    error_early_termination_next = error_early_termination_reg;
    if (eth_rx_tvalid && eth_rx_tready) begin
        byte_counter_next = byte_counter_reg + 1;
        if (byte_counter_reg == 0) begin 
                abp_value_next[31:24] = eth_rx_tdata; 
            end
        if (byte_counter_reg == 1) begin 
                abp_value_next[23:16] = eth_rx_tdata; 
            end
        if (byte_counter_reg == 2) begin 
                abp_value_next[15:8] = eth_rx_tdata; 
            end
        if (byte_counter_reg == 3) begin 
                abp_value_next[7:0] = eth_rx_tdata; 
            end
        if (byte_counter_reg == 63) begin 
                abp_bit_next = eth_rx_tdata; 
            end
    end
    if (eth_rx_tlast) begin
        if (byte_counter_reg < 63) begin
            error_early_termination_next = 1'b1;
        end else begin
            abp_tx_valid_next = 1'b1;
            error_early_termination_next = 1'b0;
        end
        byte_counter_next = {CounterWidth{1'b0}};
    end
end
always_ff @(posedge aclk) begin
    abp_tx_valid_reg <= abp_tx_valid_next;
    abp_value_reg <= abp_value_next;
    abp_bit_reg <= abp_bit_next;
    byte_counter_reg <= byte_counter_next;
    error_early_termination_reg <= error_early_termination_next;
    eth_rx_tready_reg <= eth_rx_tready_next;
    if (!resetn) begin
        abp_tx_valid_reg <= 1'b0;
        abp_value_reg <= {VALUE_SIZE*8{1'b0}};
        abp_bit_reg <= {DATA_WIDTH-1{1'b0}};
        byte_counter_reg <= {CounterWidth-1{1'b0}};
        error_early_termination_reg <= 1'b0;
        eth_rx_tready_reg <= 1'b0;
    end
end
endmodule
`timescale 1ns/1ns
`default_nettype none
module abp_packet_tx
#(
    parameter integer DATA_WIDTH = 8,
    parameter integer VALUE_SIZE = 4,
    parameter integer PACKET_SIZE = 64
) (
    input wire         aclk,
    input wire         resetn,
    output wire                     m_eth_tx_tvalid,
    output wire  [DATA_WIDTH-1:0]   m_eth_tx_tdata,
    output wire                     m_eth_tx_tlast,
    input  logic                    m_eth_tx_tready,
    output wire                       s_abp_ready,
    input  logic                      s_abp_valid,
    input  logic [VALUE_SIZE*8-1:0]   s_abp_value,
    input  logic                      s_abp_bit,
    output logic        busy
);
localparam integer CounterWidth = $clog2(PACKET_SIZE);
logic [CounterWidth-1:0] byte_counter_reg, byte_counter_next;
logic                    sending_packet_reg, sending_packet_next;
logic [8*VALUE_SIZE-1:0] abp_value_reg, abp_value_next;
logic                    abp_bit_reg, abp_bit_next;
logic m_eth_tx_tvalid_reg = 1'b0, m_eth_tx_tvalid_next;
logic m_eth_tx_tlast_reg = 1'b0, m_eth_tx_tlast_next;
logic [DATA_WIDTH-1:0] m_eth_tx_tdata_reg = {DATA_WIDTH{1'b0}}, m_eth_tx_tdata_next;
logic s_abp_ready_reg, s_abp_ready_next;
assign m_eth_tx_tvalid = m_eth_tx_tvalid_reg;
assign m_eth_tx_tdata = m_eth_tx_tdata_reg;
assign m_eth_tx_tlast = m_eth_tx_tlast_reg;
assign s_abp_ready = s_abp_ready_reg;
assign busy = sending_packet_reg;
always_comb begin
    m_eth_tx_tvalid_next = m_eth_tx_tvalid_reg;
    m_eth_tx_tlast_next = m_eth_tx_tlast_reg;
    m_eth_tx_tdata_next = m_eth_tx_tdata_reg;
    s_abp_ready_next = s_abp_ready_reg;
    byte_counter_next = byte_counter_reg;
    sending_packet_next = sending_packet_reg;
    abp_value_next = abp_value_reg;
    abp_bit_next = abp_bit_reg;
    if (sending_packet_reg && m_eth_tx_tready) begin
        m_eth_tx_tvalid_next = 1'b1;
        byte_counter_next = byte_counter_reg + 1;
        case (byte_counter_reg)
            0: m_eth_tx_tdata_next = abp_value_reg[3*8 +: 8];
            1: m_eth_tx_tdata_next = abp_value_reg[2*8 +: 8];
            2: m_eth_tx_tdata_next = abp_value_reg[1*8 +: 8];
            3: m_eth_tx_tdata_next = abp_value_reg[0*8 +: 8];
            PACKET_SIZE - 1: begin
                m_eth_tx_tdata_next = {7'd0, abp_bit_reg};
                m_eth_tx_tlast_next = 1'b1;
                sending_packet_next = 1'b0;
            end
            default: m_eth_tx_tdata_next = {DATA_WIDTH{1'b0}};
        endcase
        if (byte_counter_reg == PACKET_SIZE - 1) begin
            m_eth_tx_tlast_next = 1'b1;
            sending_packet_next = 1'b0;
        end
    end else if (!sending_packet_reg) begin
        m_eth_tx_tvalid_next = 1'b0;
        m_eth_tx_tlast_next = 1'b0;
        s_abp_ready_next = 1'b1;
    end
    if (s_abp_ready_reg && s_abp_valid) begin
        s_abp_ready_next = 1'b0;
        sending_packet_next = 1'b1;
        byte_counter_next = {CounterWidth{1'b0}};
        abp_bit_next = s_abp_bit;
        abp_value_next = s_abp_value + 1;
    end
end
always_ff @ (posedge aclk) begin
    if (!resetn) begin
        m_eth_tx_tvalid_reg <= 1'b0;
        m_eth_tx_tlast_reg <= 1'b0;
        m_eth_tx_tdata_reg <= {DATA_WIDTH{1'b0}};
        s_abp_ready_reg <= 1'b0;
        byte_counter_reg <= {CounterWidth{1'b0}};
        sending_packet_reg <= 1'b0;
        abp_value_reg <= {(8*VALUE_SIZE){1'b0}};
        abp_bit_reg <= 1'b0;
    end else begin
        m_eth_tx_tvalid_reg <= m_eth_tx_tvalid_next;
        m_eth_tx_tlast_reg <= m_eth_tx_tlast_next;
        m_eth_tx_tdata_reg <= m_eth_tx_tdata_next;
        s_abp_ready_reg <= s_abp_ready_next;
        byte_counter_reg <= byte_counter_next;
        sending_packet_reg <= sending_packet_next;
        abp_value_reg <= abp_value_next;
        abp_bit_reg <= abp_bit_next;
    end
end
endmodule
`timescale 1ns/1ns
`default_nettype none
module abp_receiver
#(
   parameter integer DATA_WIDTH = 8,
   parameter integer VALUE_SIZE = 4,
   parameter integer PACKET_SIZE = 64
)
(
   input wire                      aclk,
   input wire                      aresetn,
   input  wire                     s_axis_tvalid,
   input  wire [DATA_WIDTH-1:0]    s_axis_tdata,
   input  wire                     s_axis_tlast,
   output wire                     s_axis_tready,
   output wire                     m_axis_tvalid,
   output wire [DATA_WIDTH-1:0]    m_axis_tdata,
   output wire                     m_axis_tlast,
   input  wire                     m_axis_tready
);
   wire                      rx_abp_valid;
   wire [VALUE_SIZE*8-1:0]   rx_abp_value;
   wire                      rx_abp_bit;
   wire                      rx_abp_ready;
   wire                      tx_abp_valid;
   wire [VALUE_SIZE*8-1:0]   tx_abp_value;
   wire                      tx_abp_bit;
   wire                      tx_abp_ready;
   abp_packet_rx #(
      .DATA_WIDTH(DATA_WIDTH),
      .VALUE_SIZE(VALUE_SIZE),
      .PACKET_SIZE(PACKET_SIZE)
   ) rx_inst (
      .aclk(aclk),
      .resetn(aresetn),
      .eth_rx_tvalid(s_axis_tvalid),
      .eth_rx_tdata(s_axis_tdata),
      .eth_rx_tlast(s_axis_tlast),
      .eth_rx_tready(s_axis_tready),
      .abp_tx_ready(rx_abp_ready),
      .abp_tx_valid(rx_abp_valid),
      .abp_tx_value(rx_abp_value),
      .abp_tx_bit(rx_abp_bit),
      .busy(),
      .error_early_termination()
   );
   assign tx_abp_value = rx_abp_value;
   assign tx_abp_bit = rx_abp_bit;
   assign tx_abp_valid = rx_abp_valid;
   assign rx_abp_ready = tx_abp_ready;
   abp_packet_tx #(
      .DATA_WIDTH(DATA_WIDTH),
      .VALUE_SIZE(VALUE_SIZE),
      .PACKET_SIZE(PACKET_SIZE)
   ) tx_inst (
      .aclk(aclk),
      .resetn(aresetn),
      .m_eth_tx_tvalid(m_axis_tvalid),
      .m_eth_tx_tdata(m_axis_tdata),
      .m_eth_tx_tlast(m_axis_tlast),
      .m_eth_tx_tready(m_axis_tready),
      .s_abp_ready(tx_abp_ready),
      .s_abp_valid(tx_abp_valid),
      .s_abp_value(tx_abp_value),
      .s_abp_bit(tx_abp_bit),
      .busy()
   );
endmodule
[/design/flow/run.sh]
#!/bin/bash
# OpenROAD 26Q1-2900-gdf79404cd8, Yosys 0.63+post, stock flow scripts
make -C /OpenROAD-flow-scripts/flow DESIGN_CONFIG=/design/flow/config.mk WORK_HOME=/design/flow/orfs finish
==> results.py <==
# Metrics from the implementation run
metrics = {
    "floorplan": {
        "row_count": 38,
        "ioPinCount": 24,
        "dieArea_sq_um": 11700,
        "fp_util_pct": 41.2,
        "die_w_um": 108,
        "coreArea_sq_um": 10900,
        "die_h_um": 108,
    },
    "setup_path": {
        "start_kind": "primary input",
        "slowest_delay_ns": 0.72,
        "arrival_ns": 2.77,
        "worstSetupPathType": "primary input to flop",
        "critPathTopFamily": "buffers and inverters",
        "worstPathRequired_ns": 4.20,
        "path_buffers": 2,
        "crit_fanout": 22,
        "rrSetupSlack_ns": 1.90,
        "critPathSlowestCell": "and3_1",
        "worstSetupEndpointType": "flop",
        "cp_cell_sequence": "clkdlybuf4s50_1, and3_1, buf_4, nand2_1, a41oi_1, a211o_1",
    },
    "synth": {
        "edf_count": 0,
        "xor_area_share_pct": 3.90,
        "ys_sh_adder_pct": 2.51,
        "ff_type": "dfxtp_1",
        "top_logic_kind": "simple AND/OR/NAND/NOR gates",
        "synth_chip_area_sq_um": 4490,
        "yosys.stat.seqShare_pct": 41.0,
        "aoi_share_pct": 11.1,
        "yosysTopAreaCellShare_pct": 41.0,
        "yosysUniqueCellTypes": 53,
        "async_reset_ff_share_pct": 0,
        "top_cells_by_area": "dfxtp_1 41%, mux2i_1 7.4%, nor2b_1 4.7%",
        "syn_avg_cell_area_sq_um": 9.07,
        "synthesis.instances": 495,
        "yosys.area.top_type": "dfxtp_1",
        "ys_ff": 92,
        "muxShareOfSynthArea_pct": 7.36,
        "synth.cell_area_sq_um": 4490,
        "simple_gate_share_pct": 30.3,
        "yosys-stat-cells": 495,
        "synth.yosys.warnings": 2,
    },
    "power": {
        "max-vdd-ir-drop_mv": 0.205,
        "intPower_mw": 1.30,
        "power.clock.fraction_pct": 39.8,
        "power_switching_mw": 0.374,
        "power_density_nw_per_um2": 334,
        "power_frac_seq_pct": 56.9,
        "p_comb_share_pct": 3.3,
        "sw_frac_of_total_pct": 22.3,
        "power.leakage_nw": 1.96,
    },
    "run": {
        "cap_violations": 0,
        "warning_count": 31,
    },
    "grt": {
        "grt_start_max_net_pins": 38,
        "gr-total-overflow": 0,
        "grt_usage_pct": 19.4,
        "grt_pass1_vias": 3073,
        "grt_pass1_wl_um": 17100,
        "antenna_found_initial": 0,
    },
    "min_path": {
        "min_path_type": "flop to flop",
    },
    "clocking": {
        "post_cts_resized": 0,
        "numClockSinks": 92,
        "insertion_delay_ns": 0.36,
        "cts_buffers": 9,
        "post_cts_buffers": 0,
        "clk_pin_slew_ns": 0.09,
        "htree_num_levels": 3,
        "clk_path_buf_depth": 2,
        "hold_buffers": 0,
        "cts-root-buf": "clkbuf_8",
        "tritoncts": "built",
    },
    "routing": {
        "wl_per_cell_um": 16.1,
        "routed-wl-met2_um": 4460,
        "viasPerCell": 5.50,
        "drt_wl_total_um": 10500,
        "antennaDiodeCount": 0,
        "vias": 3574,
        "route.met3.wl_um": 542,
        "drcViolationCount": 0,
        "ant_nets": 0,
        "wl_met1_um": 5400,
        "top_layer": "met4",
        "drtIter0Drc": 301,
        "dr.pass1.iters": 4,
    },
    "final_timing": {
        "setup-violations-final": 0,
        "fmax_mhz": 405,
        "fin_setup_tns_ns": 0,
        "grt_setup_unrepaired": "no",
        "drv_slew": 0,
        "tightest_slew_ns": 0.783,
        "finalHoldViolCount": 0,
        "skew_ns": 0.00971,
        "fin_crit_sh_pct": 63.3,
        "finalCriticalPeriod_ns": 2.47,
        "relSlewSlack_pct": 47.8,
    },
    "outcome": {
        "outcome": "finished clean",
    },
    "place": {
        "post-place-cells": 634,
        "gp_congestion": 0.876,
        "dpl.hpwl_um": 7710,
        "portBuffers": 23,
        "place_area_sq_um": 4800,
    },
    "finish": {
        "drive_gt1_share_pct": 7.25,
        "final_cell_count_no_fill": 650,
        "syn_to_final_growth_pct": 11.7,
        "lay_top_cells": "92 x dfxtp_1, 48 x nand2_1, 41 x nand3_1, 34 x nor2b_1, 33 x mux2i_1",
        "final_common_cell": "dfxtp_1",
        "fill_cells": 1035,
        "fin_area_sq_um": 5010,
    },
}
power groups by stage:
stage / sequential [mW] / combinational [mW] / clock [mW]
after global routing: 0.955 / 0.0604 / 0.727
after CTS: 0.953 / 0.0565 / 0.686
final: 0.954 / 0.0561 / 0.666
worst register-to-register path, delay by kind of cell, from the launching register on:
family	cells	cell delay [ns]
adder cells (fa/ha/maj)	1	0.23
AND/OR/NAND/NOR	3	1.09
flip-flops	1	0.44
AND-OR/OR-AND	1	0.12
cell type report:
cell class / count / area (sq um) / share of cell area (%)
clock buffers: 11 / 151 / 3.02
clock inverters: 5 / 60.1 / 1.20
inverters: 10 / 37.5 / 0.749
multi-input cells: 364 / 2480 / 49.5
flip-flops and latches: 92 / 1840 / 36.7
well taps: 140 / 175 / 3.49
repair buffers: 28 / 268 / 5.34
final timing paths:
kind | from | endpoint | cells past startpoint
worst max register to register | rx_inst.abp_value_reg[0] | tx_inst.abp_value_reg[28] | 5
worst max-delay path | aresetn | tx_inst.abp_value_reg[15] | 6
worst min register to register | tx_inst.abp_value_reg[7] | tx_inst.abp_value_reg[7] | 2
worst min-delay path | tx_inst.abp_value_reg[7] | tx_inst.abp_value_reg[7] | 2
metal layers:
| metal | track usage [%] | vias up |
|---|---|---|
| met3 | 3.19 | 6 |
| li1 | - | 1815 |
| met1 | 33.1 | 1669 |
| met2 | 27.3 | 84 |
| met5 | 0 | - |
| met4 | 1.37 | 0 |
logic make-up after synthesis:
kind of cell             count (synthesis)
buffers and inverters                   39
AND-OR/OR-AND                           67
XOR/XNOR                                20
AND/OR/NAND/NOR                        235
multiplexers                            33
adder cells (fa/ha/maj)                  9
flip-flops                              92
through the flow:
step	hold slack [ns]	power, mW	utilization, %	worst slack (ns)
global route	0.502	1.74	46.0	1.33
global placement	0.451	1.03	44.1	1.14
floorplan	0.415	1.00	-	2.15
detailed placement	0.444	1.03	44.1	1.11
CTS	0.467	1.70	46.0	1.46
finish	0.465	1.68	46.0	1.43
Yosys cell counts (all sizes together) (5+ instances only):
cell,instances
dfxtp,92
nand2,48
nand3,46
nor2b,34
mux2i,33
nor2,32
clkbuf,21
nand4,19
and3,14
o21ai,14
xnor2,11
inv,10
a22o,9
ha,9
nand3b,9
xor2,9
buf,8
nor3,8
nor4,8
o211ai,7
a21oi,6
and4,6
a221o,5
a32oi,5
and2,5
No activity file was given, so power comes from the tool's default toggle rates.
